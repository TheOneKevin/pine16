==> design/flow/design.v <==
module uart_tx #(
	parameter CLOCK_FREQ=16000000,  
	parameter BAUD=9600,  
	parameter START_BITS=1,  
	parameter STOP_BITS=1,  
	parameter PARITY=0,  
	parameter WIDTH=8  
)(
	input clk,  
	input new_data,  
	input [WIDTH-1:0] char,  
	output rdy,  
	output out_bit  
);
	localparam SIZE=WIDTH+START_BITS+STOP_BITS;  
	localparam MAX_ADDR=(SIZE <= 2) ? 1 : 
   (SIZE <= 4) ? 2 : 
   (SIZE <= 8) ? 3 : 
   (SIZE <= 16) ? 4 : 
   (SIZE <= 32) ? 5 : 
   (SIZE <= 64) ? 6 : 
   (SIZE <= 128) ? 7 : 
   (SIZE <= 256) ? 8 : 
   (SIZE <= 512) ? 9 : 
   (SIZE <= 1024) ? 10 : 
   (SIZE <= 2048) ? 11 : 
   (SIZE <= 4096) ? 12 : 
   (SIZE <= 8192) ? 13 : 
   (SIZE <= 16384) ? 14 : 
   (SIZE <= 32768) ? 15 : 
   (SIZE <= 65536) ? 16 : 
   -1+1;
	localparam DIV=CLOCK_FREQ/BAUD;  
	localparam MAX_COUNT=(DIV <= 2) ? 1 : 
   (DIV <= 4) ? 2 : 
   (DIV <= 8) ? 3 : 
   (DIV <= 16) ? 4 : 
   (DIV <= 32) ? 5 : 
   (DIV <= 64) ? 6 : 
   (DIV <= 128) ? 7 : 
   (DIV <= 256) ? 8 : 
   (DIV <= 512) ? 9 : 
   (DIV <= 1024) ? 10 : 
   (DIV <= 2048) ? 11 : 
   (DIV <= 4096) ? 12 : 
   (DIV <= 8192) ? 13 : 
   (DIV <= 16384) ? 14 : 
   (DIV <= 32768) ? 15 : 
   (DIV <= 65536) ? 16 : 
   -1+1;
	reg [MAX_COUNT:0] counter;  
	reg [SIZE-1:0] byte_d,byte_q=8'd0;  
	reg [MAX_ADDR-1:0] shift_d,shift_q=0;  
	reg rdy_d,rdy_q=1; 
	reg [1:0] state_d,state_q=0;  
	localparam READY=2'd0; 
	localparam LOAD=2'd1;
	localparam SHIFT=2'd2;
	assign rdy=rdy_q;
	assign out_bit=byte_q[0]|rdy;
	always @* begin
		state_d=state_q;
		shift_d=shift_q;
		byte_d=byte_q;
		rdy_d=rdy_q;
		case(state_q)
			READY: begin
				rdy_d=1;
				shift_d=0;
				if(new_data) begin
					rdy_d=0;
					state_d=LOAD;
				end else state_d=READY;
			end
			LOAD: begin
				rdy_d=0;
				byte_d={{STOP_BITS{1'b1}},char,{START_BITS{1'b0}}};
				shift_d=0;
				state_d=SHIFT;
			end
			SHIFT: begin
				shift_d=shift_q+1;
				byte_d=byte_q>>1;
				if(shift_q>=SIZE-1) state_d=READY;
				else state_d=SHIFT;
			end
			default:begin
				state_d=READY;
			end
		endcase
	end
	always @(posedge clk) begin
		rdy_q<=rdy_d;
		state_q<=state_d;
		counter<=counter+1;
		if(state_q==LOAD) begin  
		       	byte_q<=byte_d;
			counter<=0;
		end
		if(counter>=DIV) begin  
			counter<=0;
			byte_q<=byte_d;
			shift_q<=shift_d;
		end
	end
endmodule
module uart_rx #(
	parameter CLOCK_FREQ=16000000,  
	parameter BAUD=9600,  
	parameter START_BITS=1,
	parameter STOP_BITS=1,
	parameter PARITY=0,  
	parameter WIDTH=8  
)(
	input clk,
	input data_in,  
	output [WIDTH-1:0] data_out,
	output new_data   
);
	localparam CLK_PER_BIT=16000000/9600;
	localparam HCLK_PER_BIT=CLK_PER_BIT/2;
  	localparam MAX_COUNT=(CLK_PER_BIT <= 2) ? 1 : 
   (CLK_PER_BIT <= 4) ? 2 : 
   (CLK_PER_BIT <= 8) ? 3 : 
   (CLK_PER_BIT <= 16) ? 4 : 
   (CLK_PER_BIT <= 32) ? 5 : 
   (CLK_PER_BIT <= 64) ? 6 : 
   (CLK_PER_BIT <= 128) ? 7 : 
   (CLK_PER_BIT <= 256) ? 8 : 
   (CLK_PER_BIT <= 512) ? 9 : 
   (CLK_PER_BIT <= 1024) ? 10 : 
   (CLK_PER_BIT <= 2048) ? 11 : 
   (CLK_PER_BIT <= 4096) ? 12 : 
   (CLK_PER_BIT <= 8192) ? 13 : 
   (CLK_PER_BIT <= 16384) ? 14 : 
   (CLK_PER_BIT <= 32768) ? 15 : 
   (CLK_PER_BIT <= 65536) ? 16 : 
   -1;
	localparam MAX_ADD=(WIDTH <= 2) ? 1 : 
   (WIDTH <= 4) ? 2 : 
   (WIDTH <= 8) ? 3 : 
   (WIDTH <= 16) ? 4 : 
   (WIDTH <= 32) ? 5 : 
   (WIDTH <= 64) ? 6 : 
   (WIDTH <= 128) ? 7 : 
   (WIDTH <= 256) ? 8 : 
   (WIDTH <= 512) ? 9 : 
   (WIDTH <= 1024) ? 10 : 
   (WIDTH <= 2048) ? 11 : 
   (WIDTH <= 4096) ? 12 : 
   (WIDTH <= 8192) ? 13 : 
   (WIDTH <= 16384) ? 14 : 
   (WIDTH <= 32768) ? 15 : 
   (WIDTH <= 65536) ? 16 : 
   -1;
	reg new_data_d, new_data_q=0;
	reg data_in_r_d, data_in_r_q=1;  
	reg [1:0] state_d, state_q=0;
	reg [MAX_COUNT:0] ctr_d, ctr_q=0;
	reg [MAX_ADD:0] bit_ctr_d, bit_ctr_q=0;
	reg [WIDTH:0] data_d, data_q;
	assign data_out=data_q[WIDTH-1:0];
	assign new_data=new_data_q;
	always @* begin
	    state_d=state_q;
	    new_data_d=new_data_q;
	    bit_ctr_d=bit_ctr_q;
	    data_d=data_q;
	    data_in_r_d=data_in_r_q;
	    ctr_d=ctr_q;
	    data_in_r_d=data_in;
	    new_data_d=0;
		case (state_q)
			0: begin
				bit_ctr_d=0;
				ctr_d=0;
				if (data_in_r_q==0) begin
					state_d=1;
				end
			end
			1: begin
				ctr_d=ctr_q + 1;
				if (ctr_q==HCLK_PER_BIT) begin
					ctr_d=0;
					state_d=2;
				end
			end
			2: begin
				ctr_d=ctr_q + 1;
				if (ctr_q==CLK_PER_BIT) begin
					if(bit_ctr_q<8) data_d={data_in_r_q, data_q[7-:7]};
					bit_ctr_d=bit_ctr_q + 1;
					ctr_d=0;
					if (bit_ctr_q==8) begin
						state_d=3;
						new_data_d=1;
					end
				end
			end
			3: begin
				if (data_in_r_q==1) begin
					state_d=0;
				end
			end
			default: begin
				state_d=0;
			end
		endcase
	end
	always @(posedge clk) begin
		ctr_q<=ctr_d;
		bit_ctr_q<=bit_ctr_d;
		data_q<=data_d;
		new_data_q<=new_data_d;
		data_in_r_q<=data_in_r_d;
		state_q<=state_d;
	end
endmodule
==> design/flow/run.sh <==
#!/bin/bash
# OpenROAD 26Q1-2900-gdf79404cd8, Yosys 0.63+post, stock flow scripts
make -C /OpenROAD-flow-scripts/flow DESIGN_CONFIG=/design/flow/config.mk WORK_HOME=/design/flow/orfs finish
==> design/flow/config.mk <==
export PLATFORM = sky130hd
export DESIGN_NAME = uart_tx
export DESIGN_NICKNAME = uart_tx
export VERILOG_FILES = /design/flow/design.v
export SDC_FILE = /design/flow/constraint.sdc
export NUM_CORES = 4
export LEC_CHECK = 1
export CORE_AREA = 10 10 102 102
export DIE_AREA = 0 0 112 112
==> design/flow/constraint.sdc <==
current_design uart_tx

set clk_period 3.0
set clk_io_pct 0.2

create_clock -name clk0 -period $clk_period [get_ports {clk}]

set non_clock_inputs [all_inputs -no_clocks]
set_input_delay [expr $clk_period * $clk_io_pct] -clock clk0 $non_clock_inputs
set_output_delay [expr $clk_period * $clk_io_pct] -clock clk0 [all_outputs]
==> flow_metrics.tcl <==
# place-and-route summary
set metrics [dict create \
    run_status "completed" \
    final_layout_size_suffix_gt1_frac 0.187 \
    finalCritPeriodShare 0.649 \
    all_layer_gr_usage 0.0353 \
    ys_cells 117 \
    die_width_um 112 \
    ys.flops 29 \
    cts-resized-gates 0 \
    hold_viol 0 \
    antenna_cells 0 \
    min_delay_worst_type "flip-flop to flip-flop" \
    ctsLongestPathBuffers 2 \
    start_kind "flip-flop" \
    clock_tree_from_tritoncts "yes" \
    synthesized_area_divided_by_synthesized_cell_count_um2 11.9 \
    drt_iter0_markers 49 \
    cts_num_sinks 29 \
    cellPowerDensity_mw_per_mm2 685 \
    max_freq_ghz 0.513 \
    detailroute.via_count 896 \
    cap_viol_max_count 0 \
    first_global_vias 869 \
    synth_warnings 1 \
    yosysUniqueCellTypes 36 \
    final_cell_area_mm2 0.00170 \
    dp.final_hpwl_mm 1.64 \
    wire_length_of_the_first_global_routing_pass_mm 3.90 \
    die.size.y_um 112 \
    finalSetupViolations 0 \
    insertion_delay_ns 0.28 \
    end_kind "primary output" \
    rsz0062_at_grt "false" \
    cts.hold.buffers_added 0 \
    routed_wl_mm 2.29 \
    fp.coreArea_mm2 0.00822 \
    openroad.warnings 32 \
    totalNegativeSetupSlack_ns 0 \
    synth_cells 117 \
    yosys.stat.chipArea_mm2 0.00139 \
    floorplan.rows 33 \
    worst_clock_skew_ns 0.00493 \
    nFillCells 858 \
    io_buffers 11 \
    crit_fanout 2 \
    preCtsSetupSlack_ns 1.08 \
    post-cts-setup-buffer-count 0 \
    post_drt_wl_per_cell_um 9.59 \
    initial_antenna_violation_count 0 \
    critPathRequiredTime_ns 2.40 \
    dieArea_mm2 0.0125 \
    clk_pin_slew_worst_paths_ns 0.05 \
    worst-setup-path-type "flip-flop to primary output" \
    fin_crit_period_ns 1.95 \
    portion_of_the_post_synthesis_area_used_by_sequential_elements 0.527 \
    ir_worst_vdd_mv 0.152 \
    vias_per_cell 3.75 \
    final-max-slew-violation-count 0 \
    total_leakage_power_uw 0.000579 \
    syn_area_mm2 0.00139 \
    detail_route_antenna_nets 0 \
    timing.max_slew.rel_slack 0.630 \
    cp_data_arrival_time_ns 1.35 \
    grt_overflow 0 \
    top_level_ports 12 \
    holdWs_ns 0.492 \
    cts_inserted_buffers 5 \
    place_area_mm2 0.00162 \
    post-route-drc-count 0 \
    htree_levels 2 \
    ctsRootBufferMaster "clkbuf_8" \
    fp_util 0.169 \
    setup_ws_ns 1.05 \
    gp_routability_congestion 0.785 \
    grt_start_max_net_pins 13 \
    actual_slew_at_the_worst_max_slew_pin_ns 0.555 \
    first_pass_iters 4 \
    area.growth.synth_to_final_pct 22.8 \
]
## through the flow
stage               utilization  std cells  total power (µW)
floorplan                     -        117               794
global placement          0.198        231               884
detailed placement        0.198        231               887
CTS                       0.207        239              1190
global route              0.207        239              1250
finish                    0.207        239              1170
## state kept, by name, indices dropped and copies added (netlist names)
signal	count
shift_q	4
counter	12
byte_q	10
state_q	2
rdy_q	1
## routing by layer
layer,global-route usage,wire length (µm)
met5,0,0
met4,0.0161,104
met3,0.0103,102
met2,0.0524,1010
met1,0.0466,1080
## worst paths after layout
kind / endpoint / from / slack, ns / cells past startpoint
max: out_bit / rdy_q / 1.05 / 2
min: counter[10] / counter[10] / 0.49 / 2
max reg2reg: byte_q[2] / state_q[1] / 1.08 / 4
min reg2reg: counter[10] / counter[10] / 0.49 / 2
## cells by family after synthesis
kind of cell	count (synthesis)	share of synthesized area
buf+inv	12	0.0334
simple gates	34	0.143
compound gates	17	0.100
xor+xnor	5	0.0316
flops	29	0.527
fa+ha+maj	10	0.0902
other cells	1	0.00270
mux	9	0.0721
## area by class of cell
type / count / area, µm² / area share
flip-flops and latches: 29 / 731 / 0.429
inverters: 9 / 33.8 / 0.0198
clock buffers: 7 / 76.3 / 0.0448
well taps: 105 / 131 / 0.0771
repair buffers: 12 / 118 / 0.0690
multi-input cells: 76 / 611 / 0.358
clock inverters: 1 / 3.75 / 0.00220
## critical path: stages, from the launching register on
cell             delay, ns
edfxtp_1              0.37
or2_2                 0.30
clkdlybuf4s50_1       0.41
## report_power, final
| part | switching (µW) | internal [µW] | leakage, µW |
|---|---|---|---|
| clock network | 135 | 161 | 0.0000399 |
| logic | 135 | 143 | 0.000281 |
| registers | 49.7 | 544 | 0.000258 |
| total | 319 | 848 | 0.000579 |
## synth_stat cells (all sizes together)
master / count / area (µm²)
nand2: 4 / 15.0
conb: 1 / 3.75
and2: 2 / 12.5
or4: 3 / 26.3
nor3: 6 / 30.0
a311o: 1 / 10.0
xnor2: 4 / 35.0
nand3: 4 / 25.0
nor2: 5 / 18.8
or3: 3 / 20.0
mux2i: 1 / 10.0
xor2: 1 / 8.76
a21oi: 1 / 5.00
a31o: 1 / 8.76
or2: 2 / 12.5
o21ba: 1 / 10.0
nand4: 3 / 25.0
clkbuf: 1 / 3.75
ha: 10 / 125
dfxtp: 14 / 280
inv: 9 / 33.8
nor3b: 1 / 7.51
o21ai: 3 / 15.0
o21a: 1 / 7.51
mux2: 8 / 90.1
nor4: 1 / 6.26
o31ai: 3 / 22.5
edfxtp: 15 / 450
buf: 2 / 8.75
a211oi: 6 / 60.1
## cells in the final DEF, fill, tap and decap left out, types with 2 or more instances in the layout
cell             instances
mux2_2                   8
nor3_1                   6
or3_1                    2
a211oi_2                 3
nand4_1                  2
o31ai_1                  3
dfxtp_1                 14
or2_2                    2
a211oi_1                 3
xnor2_1                  4
edfxtp_1                15
o21ai_0                  3
clkdlybuf4s50_1         11
nand3_1                  3
clkbuf_1                 2
or4_1                    2
ha_1                    10
clkbuf_8                 5
nand2_1                  4
and2_1                   2
nor2_1                   5
inv_1                    9
Power and IR drop assume default switching activity.
